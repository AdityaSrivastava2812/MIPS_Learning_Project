$ cat ./config.mk
export PLATFORM = sky130hd
export DESIGN_NAME = id_ex_reg
export DESIGN_NICKNAME = id_ex_reg
export VERILOG_FILES = /design/flow/design.v
export SDC_FILE = /design/flow/constraint.sdc
export NUM_CORES = 4
export LEC_CHECK = 1
export CORE_AREA = 10 10 185 185
export DIE_AREA = 0 0 195 195
$ cat ./constraint.sdc
current_design id_ex_reg

set clk_period 1.0
set clk_io_pct 0.2

create_clock -name clk0 -period $clk_period [get_ports {clk}]

set non_clock_inputs [all_inputs -no_clocks]
set_input_delay [expr $clk_period * $clk_io_pct] -clock clk0 $non_clock_inputs
set_output_delay [expr $clk_period * $clk_io_pct] -clock clk0 [all_outputs]
$ cat ./run.sh
#!/bin/bash
# OpenROAD 26Q1-2900-gdf79404cd8, Yosys 0.63+post, stock flow scripts
make -C /OpenROAD-flow-scripts/flow DESIGN_CONFIG=/design/flow/config.mk WORK_HOME=/design/flow/orfs finish
$ cat ./design.v
module id_ex_reg(input [151:0] reg_in,
				 input clk,
				 output reg [4:0] id_ex_rs,
  				 output reg [4:0] id_ex_rt,
				 output reg [4:0] id_ex_rd,
				 output reg [31:0] id_ex_ext,
				 output reg [31:0] id_ex_data1,
				 output reg [31:0] id_ex_data2,
				 output reg [31:0] id_ex_pc_4,
				 output reg [3:0] id_ex_ex_con,
				 output reg [2:0] id_ex_mem_con,
				 output reg [1:0] id_ex_wr_con);
	always @ (posedge clk) begin
		id_ex_wr_con <= reg_in[151:150];  
		id_ex_mem_con <= reg_in[149:147];  
		id_ex_ex_con <= reg_in[146:143];  
		id_ex_pc_4 <= reg_in[142:111];  
		id_ex_data1 <= reg_in[110:79];  
		id_ex_data2 <= reg_in[78:47];  
		id_ex_ext <= reg_in[46:15];  
		id_ex_rs <= reg_in[14:10];  
		id_ex_rt <= reg_in[9:5];  
		id_ex_rd <= reg_in[4:0];  
	end
endmodule
==> flow_metrics.tcl <==
# implementation run metrics
set metrics [dict create \
    outcome "finished, violations left" \
    violations "negative setup slack" \
    yosysWarningCount 1 \
    warning_count 27 \
    ys_seq_share_pct 100 \
    tritoncts "done" \
    setup_slack_ps -54.3 \
    post_drt_wl_per_cell_um 12.9 \
    cp.buffers_inverters 1 \
    grt_max_degree 17 \
    grt-ovfl-total 0 \
    fp-utilization_pct 10.0 \
    comb_power_share_pct 6.1 \
    final_layout_size_suffix_gt1_share_pct 42.2 \
    via_per_inst 2.56 \
    slew-limit-headroom_pct 87.1 \
    lay_top_count "clkdlybuf4s50_1" \
    clkPwrFrac_pct 47.7 \
    dr_total_vias 2261 \
    syn_inst 152 \
    area_delta_synth_final_pct 113 \
    ys_cells 152 \
    p_sw_share_pct 20.2 \
    wirelength_mm 11.4 \
    cts_num_sinks 152 \
    period_used_pct 105 \
    cts-root-buf "clkbuf_16" \
    fp.dieH_um 195 \
    end_kind "output port" \
    slowest_delay_ps 320 \
    slew_violations 0 \
    num_antenna_cells 0 \
    place_ws_ps -60.5 \
    ant_nets 0 \
    drv_cap 0 \
    grt_setup_unrepaired "true" \
    htree_levels 4 \
    ys.flops 152 \
    fill_cells 3309 \
    drc 0 \
    cts_hold_buf 0 \
    comb_area_um2 0 \
    grt_pass1_wl_mm 16.8 \
    cp_cell_sequence "buf_6" \
    worst_pin_slew_ps 193 \
    cts_buffers 17 \
    crit_family "flip-flops" \
    synth_area_per_cell_um2 20.0 \
    regArea_mm2 0.00307 \
    worst-path-max-fanout 1 \
    core_area_mm2 0.0304 \
    timing.setup.tns_ps -3690 \
    initialDrtViolationCount 36 \
    synth_area_mm2 0.00304 \
    num-multi-input-gates 0 \
    hold_violations 0 \
    post-cts-setup-buffers 0 \
    finalCriticalPeriod_ps 1050 \
    antenna_found_initial 0 \
    grt_pass1_vias 2454 \
    drt_pass1_iterations 4 \
    die_w_um 195 \
    worstSetupStartpointType "register" \
    hold_class "input pin to register" \
    boundaryPins 305 \
    cp_data_required_time_ps 800 \
    ys_types 1 \
    dp_hpwl_mm 9.06 \
    rows 64 \
    max_freq_mhz 948 \
    clockBufferDepth 2 \
    switching_power_mw 2.83 \
    path_clk_slew_ps 70 \
    p_seq_share_pct 46.2 \
    setup.worst_path.class "register to output port" \
    yosys_area_mm2 0.00304 \
    cp_data_arrival_time_ps 850 \
    chip_area_mm2 0.0380 \
    port_buffers 304 \
    internal-power_mw 11.1 \
    place_congestion 0.724 \
    grt_usage_pct 5.82 \
    cp_slowest_cell "dfxtp_2" \
    ir_worst_vdd_mv 1.03 \
    finalSetupViolations 152 \
    final_cell_mix "152 x clkdlybuf4s50_1, 147 x buf_2, 128 x dfxtp_1" \
    pwr_density_cell_mw_per_mm2 2150 \
    leakage_nw 2.78 \
]
## synth_stat cells
cell type / n / area (µm²)
dfxtp_1: 152 / 3040
## path summary, 6_finish.rpt
check / start / to / slack [ps] / depth (start not counted)
setup / recovery: id_ex_data1[26]$_DFF_P_ / id_ex_data1[26] / -50 / 1
hold / removal: reg_in[149] / id_ex_mem_con[2]$_DFF_P_ / 200 / 1
## metrics by stage
step	total power, mW	std cells	util [%]	cell area, µm²	hold slack [ps]
global route	14.7	884	21.3	6490	158
detailed placement	7.77	852	21.6	6580	652
floorplan	6.51	152	-	3040	228
CTS	14.4	884	21.3	6480	155
global placement	7.77	852	21.6	6580	649
finish	14.0	884	21.3	6490	203
## kinds of logic after synthesis
logic type / after synthesis / synth area share [%]
flops: 152 / 100
## power by group through the flow
stage / sequential, mW / combinational (mW) / clock [mW]
6_report: 6.45 / 0.859 / 6.66
5_1_grt: 6.48 / 0.940 / 7.26
4_1_cts: 6.45 / 0.889 / 7.03
## state kept, by name, summed over array words and instances (netlist names)
name and flops:
id_ex_wr_con 2, id_ex_ext 32, id_ex_rs 5, id_ex_data2 32
id_ex_rt 5, id_ex_mem_con 3, id_ex_pc_4 32, id_ex_ex_con 4
id_ex_rd 5, id_ex_data1 32
## final cells by class
| type | instances | area share, % |
|---|---|---|
| clock inverter | 12 | 2.56 |
| sequential | 152 | 47.3 |
| tap | 396 | 7.63 |
| clock buffer | 20 | 6.88 |
| timing repair buffer | 304 | 35.6 |
## routing by layer
layer  up-vias  part of all wire, %  GRT usage (%)
met4         0                  1.9           1.10
li1       1119                    -              -
met1       966                   38           6.61
met2       163                   46           9.02
met5         -                    0              0
met3        13                   13           3.88
## what timing repair did
action | 4_1_cts | 5_1_grt
cloned | 0 | 0
gates resized | 497 | 11
setup endpoints to repair | 152 | 152
Power figures rest on the tool's default switching activity, not on a simulated workload.
