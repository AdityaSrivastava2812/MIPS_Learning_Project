<file path="./config.mk">
export PLATFORM = sky130hd
export DESIGN_NAME = mem_wb_reg
export DESIGN_NICKNAME = mem_wb_reg
export VERILOG_FILES = /design/flow/design.v
export SDC_FILE = /design/flow/constraint.sdc
export NUM_CORES = 4
export LEC_CHECK = 1
export CORE_UTILIZATION = 30
</file>
<file path="./run.sh">
#!/bin/bash
# OpenROAD 26Q1-2900-gdf79404cd8, Yosys 0.63+post, stock flow scripts
make -C /OpenROAD-flow-scripts/flow DESIGN_CONFIG=/design/flow/config.mk WORK_HOME=/design/flow/orfs finish
</file>
<file path="./constraint.sdc">
current_design mem_wb_reg

set clk_period 1.0
set clk_io_pct 0.2

create_clock -name clk0 -period $clk_period [get_ports {clk}]

set non_clock_inputs [all_inputs -no_clocks]
set_input_delay [expr $clk_period * $clk_io_pct] -clock clk0 $non_clock_inputs
set_output_delay [expr $clk_period * $clk_io_pct] -clock clk0 [all_outputs]
</file>
<file path="./design.v">
module mem_wb_reg(input [70:0] reg_in,
				  input clk,
				  output reg [4:0] mem_wb_rd,
				  output reg [31:0] mem_wb_alu_res,
				  output reg [31:0] mem_wb_read_data,
				  output reg [1:0] mem_wb_wr_con);
	always @ (posedge clk) begin
		mem_wb_wr_con <= reg_in[70:69];  
		mem_wb_read_data <= reg_in[68:37];  
		mem_wb_alu_res <= reg_in[36:5];  
		mem_wb_rd <= reg_in[4:0];  
	end
endmodule
</file>
==> run notes <==
flow finished, numbers: Via density 3.87, count of unique library cells instantiated by Yosys 1, DRC violation count after routing 0, initial antenna violation count 0, outcome finished clean, nature of the critical path endpoint output port, Tightest Pin Transition 0.104 ns, Cell Count Post-Placement 265, Post-DP HPWL 2660 µm, Die Y-Extent 70.8 µm, number of nets with antenna violations after routing 0, crit-path leading delay family flip-flops, number of buffer and inverter instances along the worst setup path 1, wire length of the first global-routing pass 5330 µm, Pwr Density 1910 nW/µm², Worst Setup Slack post-DPL 0.0227 ns, worst min-delay path class in2reg, Cells after Synth 71, Final Hold Violating Endpoints 0, area share, top type 100%, detail-routed net length per standard cell 12.6 µm, clk sinks 71, highest attainable clock frequency 1060 MHz, number of multi-input combinational cells in the layout 0, critical-path maximum fanout 1, global-route usage over all layers 15.0%, pin count of the biggest net entering global routing 11, placer congestion estimate 0.761, Mapped Avg Cell Area 20.0 µm², post-detailed-routing wire length 3510 µm, DRT Pass-1 Iters 10, setup ws final 0.0532 ns, share of post-route cells with drive strength above 1 39.4%, CTS tree done, diode insertion count for antenna repair 0, Die Width 70.8 µm, worst-path cell chain buf_2, overflow left after global routing 0, final worst-path cycle share 94.7%, count of H-tree levels built during CTS 3, # setup viols final 0, setup repair after global routing missed its margin false, cell count in the Yosys report 71, area added between synthesis and finish 90.8%, Final Critical Period 0.947 ns, starting DRC count in detailed routing 24, peak supply drop 1.31 mV, die area 5020 µm², clock slew seen by the registers of the worst setup and hold paths 0.06 ns, number of logged tool warnings 26, final cell count without fillers 278, Placement Rows 24, vias in the first global route 1133, root buf cell clkbuf_8, Seq/Total Area, Yosys 100%, Inserted Clock Buffers 9, synthesized cell area 1420 µm², worst max-slew margin expressed relative to the limit 93.1%, Pre-Place Util 32.0%, kind of critical path reg2out, area reported by Yosys stat 1420 µm², tally of max-capacitance violations 0, I/O Pins 143, layout filler cell count 371, worst hold slack 0.310 ns, Final Max-Slew Violation Tally 0, maximum count of clock buffers along a single path 2, sum of negative setup slack 0 ns, Via Count 1077, final standard cell utilization of the core 61.0%, sort of element at the start of the critical path flip-flop, core area 4440 µm², CTS Hold Buffers Added 0, Synth warnings 1, CP Data Arrival Time 0.75 ns, highest-delay cell along the critical path dfxtp_2, top cell type by total area after synthesis dfxtp_1, biggest area contributors in the synthesized netlist dfxtp_1 100%, Flops after synth 71, worst endpoint required time 0.80 ns, slowest cell delay on critical path 0.32 ns, multi-input logic area 0 µm², number of I/O port buffers 142, leakage power 1.24 nW
## sequential cells by signal, summed over array words and instances (netlist names)
name and flops:
mem_wb_alu_res 32, mem_wb_rd 5, mem_wb_read_data 32, mem_wb_wr_con 2
## cell usage after synthesis
library cell  number
dfxtp_1           71
## timing repair
item	4_1_cts	5_1_grt
buffers inserted	0	0
setup endpoints to repair	71	0
gates resized	224	0
## where the power goes
part           internal (W)  switching (W)  total (W)
sequential          0.00298      0.0000303    0.00301
clock              0.000917       0.000854    0.00177
combinational      0.000329      0.0000531   0.000382
## path summary, 6_finish.rpt
path,slack [ns],from,cells past startpoint,to
setup / recovery,0.05,mem_wb_read_data[7],1,mem_wb_read_data[7]
hold / removal,0.31,reg_in[39],1,mem_wb_read_data[2]
## cell families (layout without fill, tap and decap cells)
logic type | after synthesis | in the layout | share of synthesized area, %
buffers and inverters | 0 | 155 | 0
DFF | 71 | 71 | 100
## through the flow
step | instance area, µm² | power [W]
after floorplan | 1420 | 0.00304
after global placement | 2910 | 0.00360
after detailed placement | 2910 | 0.00361
after CTS | 2710 | 0.00526
after global routing | 2710 | 0.00544
final | 2710 | 0.00517
## final cells by class
| cell class | count | area (µm²) | area share (%) |
|---|---|---|---|
| flip-flops and latches | 71 | 1430 | 52.7 |
| repair buffers | 142 | 1070 | 39.3 |
| well taps | 52 | 65.1 | 2.40 |
| clock inverters | 2 | 10.0 | 0.369 |
| clock buffers | 11 | 141 | 5.21 |
## metal layers
| layer | GRT usage (%) | share of wire (%) | vias up |
|---|---|---|---|
| li1 | - | - | 520 |
| met1 | 16.9 | 33 | 464 |
| met2 | 24.8 | 50 | 85 |
| met5 | 0 | 0 | - |
| met3 | 9.25 | 15 | 8 |
| met4 | 3.11 | 2.4 | 0 |
## layout by cell type (no fill, tap or decap), drive strengths merged
master / count
dfxtp: 71
clkbuf: 11
clkinv: 2
buf: 71
clkdlybuf4s50: 71
Power figures rest on the tool's default switching activity, not on a simulated workload.
