## design/flow/run.sh

```bash
#!/bin/bash
# OpenROAD 26Q1-2900-gdf79404cd8, Yosys 0.63+post, stock flow scripts
make -C /OpenROAD-flow-scripts/flow DESIGN_CONFIG=/design/flow/config.mk WORK_HOME=/design/flow/orfs finish
```

## design/flow/design.v

```verilog
module ex_mem_reg(input [106:0] reg_in,
				  input clk,
				  output reg [31:0] ex_mem_data2,
				  output reg [4:0] ex_mem_rd,
				  output reg [31:0] ex_mem_alu_res,
				  output reg ex_mem_zero,
				  output reg [31:0] ex_mem_pc_4_off,
				  output reg [2:0] ex_mem_mem_con,
				  output reg [1:0] ex_mem_wr_con);
	always @ (posedge clk) begin
		ex_mem_wr_con <= reg_in[106:105];  
		ex_mem_mem_con <= reg_in[104:102];  
		ex_mem_pc_4_off <= reg_in[101:70];  
		ex_mem_zero = reg_in[69];  
		ex_mem_alu_res <= reg_in[68:37];  
		ex_mem_data2 <= reg_in[36:5];  
		ex_mem_rd <= reg_in[4:0];  
	end
endmodule
```

## design/flow/constraint.sdc

```tcl
current_design ex_mem_reg

set clk_period 1.0
set clk_io_pct 0.2

create_clock -name clk0 -period $clk_period [get_ports {clk}]

set non_clock_inputs [all_inputs -no_clocks]
set_input_delay [expr $clk_period * $clk_io_pct] -clock clk0 $non_clock_inputs
set_output_delay [expr $clk_period * $clk_io_pct] -clock clk0 [all_outputs]
```

## design/flow/config.mk

```make
export PLATFORM = sky130hd
export DESIGN_NAME = ex_mem_reg
export DESIGN_NICKNAME = ex_mem_reg
export VERILOG_FILES = /design/flow/design.v
export SDC_FILE = /design/flow/constraint.sdc
export NUM_CORES = 4
export LEC_CHECK = 1
export CORE_UTILIZATION = 30
```

==> impl_metrics.json <==
{
  "synth.ff_latch_count": 107,
  "period_used_pct": 97.4,
  "tightest_slew_ns": 0.108,
  "logic_area_sq_um": 0,
  "cp.arrival_ns": 0.77,
  "setup_violations": 0,
  "power.switching_uw": 1430,
  "overflow": 0,
  "fillerInstances": 605,
  "drv_cap": 0,
  "p_clk_share_pct": 32.9,
  "ys_chip_area_sq_um": 2140,
  "powerDensity_nw_per_um2": 1870,
  "routed_wirelength_microns": 5820,
  "min_to": "ex_mem_alu_res[12]",
  "logic_gates": 0,
  "via_per_inst": 3.65,
  "die_w_microns": 86.5,
  "netlist_area_sq_um": 2140,
  "drt-initial-drc-count": 41,
  "drt_first_pass_iters": 2,
  "rows": 30,
  "period_needed_ns": 0.974,
  "grt_usage_pct": 15.6,
  "tool_warnings": 27,
  "cp_max_fo": 1,
  "hp-class": "in2reg",
  "cts_tree": "yes",
  "slowest_stage": "dfxtp_2",
  "gr-usage-met2_pct": 27.5,
  "drive_gt1_share_pct": 38.1,
  "antenna_found_initial": 0,
  "yosys_warnings": 1,
  "io_buffers": 214,
  "power.leakage_uw": 0.00184,
  "avgSynthCellArea_sq_um": 20.0,
  "path_buffers": 1,
  "grt_use_met1_pct": 16.9,
  "fin_cells": 432,
  "hold_viol": 0,
  "syn_inst": 107,
  "hold_buffers": 0,
  "synthToLayoutAreaGrowth_pct": 90.0,
  "fin_ws_ns": 0.0255,
  "comb_power_share_pct": 7.7,
  "synth.distinct_cells": 1,
  "wl_per_cell_microns": 13.5,
  "cpPeakStageDelay_ns": 0.32,
  "dp_cells": 417,
  "maxSlewHeadroom_pct": 92.8,
  "p_int_uw": 6200,
  "cts_buffers": 9,
  "pin_count": 215,
  "min_from": "reg_in[49]",
  "tns_ns": 0,
  "switching_share_pct": 18.7,
  "fmax_mhz": 1030,
  "rsz0062_at_grt": "true",
  "clk_pin_slew_ns": 0.09,
  "route.antenna.diode_count": 0,
  "antenna_left": 0,
  "gp_congestion": 0.720,
  "worstPathCellList": "buf_2",
  "grt_max_degree": 17,
  "critPathLaunchType": "flop",
  "path_delay_family": "flip-flops",
  "outcome": "finished clean",
  "ys_seq_share_pct": 100,
  "post_cts_buffers": 0,
  "fp-utilization_pct": 31.4,
  "drc": 0,
  "end_kind": "output port",
  "grt_pass1_vias": 1468,
  "h-tree-depth": 3,
  "pwr-share-seq_pct": 59.4,
  "holdWs_ns": 0.279,
  "dp_hpwl_microns": 4720,
  "clk_path_buf_depth": 2,
  "core_sq_um": 6830,
  "chip_area_sq_um": 7480,
  "vias": 1575,
  "die_h_microns": 86.5,
  "crit_required_ns": 0.80,
  "ir_worst_vdd_mv": 1.11,
  "grt_pass1_wl_microns": 8140,
  "clock-sinks": 107,
  "root_buffer": "clkbuf_8",
  "hold_depth": 1,
  "use_met3_pct": 8.21,
  "ys_cells": 107,
  "crit_start": "ex_mem_pc_4_off[30]",
  "dp_slack_ns": 0.0130,
  "maxSlewViolCount": 0,
  "busiest_layer": "met2",
  "critPathKind": "reg2out"
}
## layout by cell type (no fill, tap or decap), drive strengths merged
| cell type | Yosys | final |
|---|---|---|
| clkinv | 0 | 2 |
| buf | 0 | 107 |
| bufinv | 0 | 1 |
| clkinvlp | 0 | 1 |
| clkdlybuf4s50 | 0 | 107 |
| clkbuf | 0 | 11 |
| dfxtp | 107 | 107 |
## registers in the layout, summed over array words and instances (netlist names)
register         cells
ex_mem_pc_4_off     32
ex_mem_data2        32
ex_mem_mem_con       3
ex_mem_rd            5
ex_mem_wr_con        2
ex_mem_zero          1
ex_mem_alu_res      32
## metrics by stage
stage,cell area [sq um],util [%],total power [uW]
finish,4070,59.6,7620
global route,4070,59.6,8010
CTS,4070,59.5,7740
detailed placement,4400,64.5,5450
global placement,4400,64.5,5440
floorplan,2140,-,4580
## power by group through the flow
| stage | Combinational, uW | Sequential [uW] | Clock (uW) |
|---|---|---|---|
| CTS | 597 | 4530 | 2610 |
| finish | 584 | 4530 | 2510 |
| global route | 631 | 4550 | 2830 |
## worst max-delay path by stage
stage | end | cells past startpoint
global route | ex_mem_mem_con[0] | 1
finish | ex_mem_pc_4_off[30] | 1
CTS | ex_mem_pc_4_off[30] | 1
## cell families (layout without fill, tap and decap cells)
kind of cell,Yosys count,in the layout,synth area share [%]
buffers and inverters,0,229,0
DFF,107,107,100
## Yosys cell counts
library cell / count / area, sq um
dfxtp_1: 107 / 2140
## layer usage
layer  wire, microns  vias up
met3             816       12
met4             129        0
met5               0        -
met1            1910      669
met2            2970      119
li1                -      775
## area by class of cell
cell class | instances | area [sq um] | area share, %
Clock buffer | 11 | 141 | 3.47
Clock inverter | 4 | 51.3 | 1.26
Sequential cell | 107 | 2150 | 52.8
Tap cell | 96 | 120 | 2.95
Timing Repair Buffer | 214 | 1610 | 39.5
## repair_timing
| item | in CTS | in global routing |
|---|---|---|
| pin swaps | 0 | 0 |
| resized | 339 | 3 |
| endpoints found under the setup margin | 107 | 83 |
| endpoints found under the hold margin | 0 | 0 |
Power figures rest on the tool's default switching activity, not on a simulated workload.
